File: flow/run.sh
#!/bin/bash
# OpenROAD 26Q1-2900-gdf79404cd8, Yosys 0.63+post, stock flow scripts
make -C /OpenROAD-flow-scripts/flow DESIGN_CONFIG=/design/flow/config.mk WORK_HOME=/design/flow/orfs finish
File: flow/config.mk
export PLATFORM = sky130hd
export DESIGN_NAME = display
export DESIGN_NICKNAME = display
export VERILOG_FILES = /design/flow/design.v
export SDC_FILE = /design/flow/constraint.sdc
export NUM_CORES = 4
export LEC_CHECK = 1
export CORE_AREA = 10 10 70 70
export DIE_AREA = 0 0 80 80
File: flow/constraint.sdc
current_design display

set clk_period 1.4
set clk_io_pct 0.2

create_clock -name clk0 -period $clk_period

set non_clock_inputs [all_inputs -no_clocks]
set_input_delay [expr $clk_period * $clk_io_pct] -clock clk0 $non_clock_inputs
set_output_delay [expr $clk_period * $clk_io_pct] -clock clk0 [all_outputs]
File: flow/design.v
module display(number, display);
	input [3:0] number;
	output reg [0:6] display;  
	always @(*) begin  
	case(number)
			1: display = 7'b1001111;
			2: display = 7'b0010010;
			3: display = 7'b0000110;
			4: display = 7'b1001100;
			5: display = 7'b0100100;
			6: display = 7'b0100000;
			7: display = 7'b0001111;
			8: display = 7'b0000000;
			9: display = 7'b0000100;
			0: display = 7'b0000001;
			default: display = 7'b1111111;
		endcase
	end
endmodule 
==> impl_report.txt <==
IMPLEMENTATION SUMMARY REPORT
----------------------------------------------------
[Final layout]
  Final-layout fill cell count ........................ 390
  Total area of multi-input combinational cells ........................ 224 sq um
  Fraction of layout cells with a size suffix above 1 ........................ 55.4%
  Most frequent logic cell in the layout ........................ buf_4
  Number of clock buffers in the layout ........................ 0
  Area added between synthesis and finish ........................ 142%
  Area of all sequential standard cells ........................ 0 sq um
  Flops ........................ 0
  Core Util, Final ........................ 14.9%
  Commonest non-fill, non-tap cells in the layout ........................ buf_4, buf_6, buf_2

[Setup path]
  Classification of the worst setup path ........................ input pin to output pin
  Data arrival time of the critical path ........................ 1220 ps
  CP Capture Type ........................ output pin
  Worst EP required ........................ 1120 ps
  Maximum fanout along the worst path ........................ 3
  Crit path launch type ........................ input pin

[Floorplan]
  Count of standard-cell rows ........................ 21
  Top Ports ........................ 11
  Total die size ........................ 6400 sq um
  Initial core utilization ........................ 6.15%
  Die Wd ........................ 80 um
  Die height ........................ 80 um
  Core area ........................ 3420 sq um

[Flow run]
  Tally of OpenROAD warnings ........................ 38
  Max Cap Viol ........................ 0

[Placement]
  Half-perimeter wire length after placement ........................ 594 um
  Placer Congestion ........................ 0.774
  Placement-stage worst setup slack ........................ -806 ps
  Count of buffers from port buffering ........................ 11

[Route]
  DRC viols ........................ 0
  Drt via density ........................ 2.76
  Detailed Route Iter0 Violations ........................ 5
  Remaining antenna violation count ........................ 0
  Detailed-route wire length per cell ........................ 7.35 um
  Total via count after detailed routing ........................ 282
  DRT Wirelength ........................ 750 um
  ANT cells ........................ 0
  Number of optimization iterations in the first detailed-route pass ........................ 2

[Final timing]
  Measured slew at the worst slew-check pin ........................ 248 ps
  Max_slew headroom ........................ 83.5%
  RSZ-0062 raised after global routing ........................ true
  Period minus WS final ........................ 1500 ps
  Upper clock frequency limit ........................ 665 MHz
  Share of the clock period used by the worst path ........................ 107%
  Setup violations, final ........................ 5
  Min setup slack post-route ........................ -104 ps
  Max-slew violation count ........................ 0
  Total count of hold-check failures in the final report ........................ 0
  Fin Setup TNS ........................ -335 ps

[Synthesis]
  Instance count of the mapped netlist ........................ 33
  Area of the mapped netlist ........................ 210 sq um
  Yosys stat chip area ........................ 210 sq um
  Synthesized area per cell ........................ 6.37 sq um
  Ys cells ........................ 33
  Synthesis Warnings ........................ 1
  Sequential share of the synthesized area ........................ 0%
  Distinct cells, synth ........................ 13

[Outcome]
  Failing checks ........................ negative setup slack
  Outcome ........................ complete, but fails checks

[Global route]
  GRT Total Usage ........................ 2.22%
  Aggregate global routing overflow ........................ 0
  Wire length of the first global-routing pass ........................ 1210 um
  Number of global-route vias before repair ........................ 282
  Number of antenna violations at the first check in global routing ........................ 0
  Pin count of the biggest net entering global routing ........................ 11

[Pwr]
  Final total power ........................ 125 uW
  Leakage power of the design ........................ 0.217 nW
  Pwr dens ........................ 246 nW/um^2
  Peak supply drop ........................ 0.0410 mV

[Min path]
  Path category of the worst min-delay check ........................ input pin to output pin
  Worst Hold End ........................ display[3]
  Hold path startpoint ........................ number[1]
  Hold Path Stages ........................ 5

[Clock tree]
  Hold buffers post-CTS ........................ 0

----------------------------------------------------
-- synthesized netlist by cell type --
library cell  count  area share, %
a21oi_1           2            4.8
buf_6             1            5.4
o21ai_0           6             14
inv_1             3            5.4
nand2_1           2            3.6
or2b_1            1            3.6
a21oi_2           1            4.2
buf_2             1            2.4
a31oi_1           1            3.0
or2_1             1            3.0
nor2_1            5            8.9
ha_1              5             30
nand2b_1          4             12
-- worst max path at each step --
stage,from,slack [ps],endpoint
6_report,number[1],-100,display[3]
5_1_grt,number[1],-170,display[3]
4_1_cts,number[1],-150,display[3]
-- area by class of cell --
class              count  share of cell area [%]
inverters              3                    3.20
multi-input cells     28                    44.1
well taps             46                    11.3
repair buffers        25                    41.4
-- stage by stage --
step,hold WS [ps],instance area [sq um],std cells
global placement,1730,414,95
detailed placement,1730,414,95
CTS,1040,478,101
finish,1030,508,102
floorplan,648,210,33
global route,1070,508,102
-- where the power goes --
group	switching (mW)	leakage [nW]	total, mW	internal (mW)
sequential	0	0	0	0
combinational	0.0496	0.217	0.125	0.0756
clock	0	0	0	0
-- critical path, stage by stage --
cell	delay (ps)
buf_8	100
buf_6	110
or2b_1	230
buf_6	130
a21oi_4	120
buf_6	100
a31oi_1	30
buf_2	120
-- metal layers --
layer  track usage [%]  vias up  share of wire, %
li1                  -      154                 -
met2              4.09        6                49
met1              2.77      122                45
met3             0.341        0               5.5
met5                 0        -                 0
met4                 0        0                 0
-- repair_timing --
item / CTS / global route
resized: 52 / 5
pin swaps: 9 / 3
endpoints found under the setup margin: 7 / 6
buffers inserted: 6 / 1
-- cells by family after synthesis --
| logic type | Yosys count | synth area share, % |
|---|---|---|
| adders and majority gates | 5 | 29.8 |
| and+or+nand+nor | 13 | 31.0 |
| AOI/OAI and AO/OA | 10 | 26.2 |
| buffers and inverters | 5 | 13.1 |
Power figures rest on the tool's default switching activity, not on a simulated workload.
