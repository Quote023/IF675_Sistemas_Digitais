==> ./design.v <==
module contar_10(input clk, output reg out);
  reg [3:0] cont = 0;
  always @ (posedge clk) begin
    if(cont >= 10) begin
      out <= 1;
      cont <= 0;
    end
    else
		out <= 0;
      cont <= cont + 1;
  end
endmodule
==> ./run.sh <==
#!/bin/bash
# OpenROAD 26Q1-2900-gdf79404cd8, Yosys 0.63+post, stock flow scripts
make -C /OpenROAD-flow-scripts/flow DESIGN_CONFIG=/design/flow/config.mk WORK_HOME=/design/flow/orfs finish
==> ./config.mk <==
export PLATFORM = sky130hd
export DESIGN_NAME = contar_10
export DESIGN_NICKNAME = contar_10
export VERILOG_FILES = /design/flow/design.v
export SDC_FILE = /design/flow/constraint.sdc
export NUM_CORES = 4
export LEC_CHECK = 1
export CORE_AREA = 10 10 70 70
export DIE_AREA = 0 0 80 80
==> ./constraint.sdc <==
current_design contar_10

set clk_period 1.0
set clk_io_pct 0.2

create_clock -name clk0 -period $clk_period [get_ports {clk}]

set non_clock_inputs [all_inputs -no_clocks]
set_input_delay [expr $clk_period * $clk_io_pct] -clock clk0 $non_clock_inputs
set_output_delay [expr $clk_period * $clk_io_pct] -clock clk0 [all_outputs]
==> impl_metrics.py <==
# Flow results
metrics = {
    "run_status": {
        "status": "complete, no violations",
    },
    "floorplan": {
        "die_x_um": 80,
        "die-height_um": 80,
        "io_pins": 2,
        "chipArea_um2": 6400,
        "rows": 21,
        "coreArea_um2": 3416,
        "initCoreUtil_pct": 4.799,
    },
    "logic_synthesis": {
        "yosys_area_um2": 163.9,
        "syn_area_um2": 163.9,
        "ys_seq_share_pct": 61.07,
        "yosys-top-cells-area": "dfxtp_1 (61%), ha_1 (15%), o31a_1 (5.3%)",
        "synth_top_cell_by_count": "dfxtp_1",
        "synth.ff_latch_count": 5,
        "yosysTopAreaCell": "dfxtp_1",
        "top_cells_by_count": "dfxtp_1 (5), ha_1 (2), inv_1 (2)",
        "synth_cells": 13,
        "ys_warn_count": 1,
        "ys_cells": 13,
        "avgSynthCellArea_um2": 12.61,
        "postSynth.asyncResetShare_pct": 0,
        "synth.distinct_cells": 7,
        "yosysTopAreaCellShare_pct": 61.07,
        "flop_cell": "dfxtp_1",
        "synth-edff-count": 0,
    },
    "clock_network": {
        "cts_buffers": 3,
        "tritoncts": "yes",
        "htreeDepth": 1,
        "clk_latency_ps": 240,
        "clockBufferDepth": 2,
        "clk_root_buffer_cell": "clkbuf_4",
        "cts.sinks": 5,
        "path_clk_slew_ps": 40,
    },
    "worst_setup_path": {
        "startpoint_type": "flop",
        "r2r-start": "cont[0]",
        "slowest_delay_ps": 330,
        "cp.required_ps": 1130,
        "worst-path-buf-inv": 1,
        "critPathKind": "flop to flop",
        "r2r_setup_slack_ps": 70,
        "critPathSlowestCell": "dfxtp_2",
        "crit_path_end_kind": "flop",
        "cp_max_fo": 3,
        "ff2ff_path_depth": 3,
        "rr_endpoint": "out",
        "crit_start": "cont[0]",
        "arrival_ps": 1060,
        "critPathTopFamily": "flip-flops",
        "worstPathCellList": "inv_1, ha_2, o31a_1",
    },
    "hold_path": {
        "min_from": "cont[0]",
        "whs_endpoint": "cont[0]",
        "hold_depth": 1,
        "hold_class": "flop to flop",
    },
    "placed_design": {
        "pre_cts_slack_ps": 16.36,
        "placed_area_um2": 231.5,
        "dp_hpwl_um": 193.8,
        "routabilityCongestion": 0.5264,
        "port_buffers": 1,
    },
    "layout": {
        "drive_gt1_share_pct": 31.58,
        "fin_area_um2": 269.0,
        "final_util_pct": 7.875,
        "areaGrowthSynthToFinish_pct": 64.12,
        "fillCellCount": 408,
    },
    "final_timing": {
        "worst_pin_slew_ps": 136.8,
        "setup_viol": 0,
        "slew_headroom_pct": 90.87,
        "max_clock_freq_ghz": 1.073,
        "hold-worst-slack_ps": 425.7,
        "skew_ps": 4.090,
        "slew_viol_final": 0,
        "setup_tns_ps": 0,
        "rsz0062_at_grt": "false",
        "fin_crit_ps": 932.1,
        "fin_crit_sh_pct": 93.21,
        "fin_ws_ps": 67.93,
        "hold_violations": 0,
    },
    "routing": {
        "drt-pass1-iter-count": 2,
        "routedWlPerCell_um": 4.000,
        "via_per_inst": 1.600,
        "vias": 104,
        "ant_nets": 0,
        "drc": 0,
        "wirelength_um": 260,
        "antenna_cells": 0,
        "drt_iter0_markers": 1,
    },
    "pwr": {
        "irDropWorstVdd_v": 0.0007157,
        "p_leak_nw": 0.09779,
        "power_density_nw_per_um2": 1586,
    },
    "global_routing": {
        "grt_pass1_vias": 119,
        "overflow": 0,
        "grt_usage_pct": 1.020,
        "antenna_found_initial": 0,
        "grt_max_degree": 5,
        "grt_pass1_wl_um": 469,
    },
    "flow_run": {
        "tool_warnings": 26,
        "maxCapViolCount": 0,
    },
}
## cell usage in the layout, fill, tap and decap left out
cell type,synthesis,routed
clkdlybuf4s15_1,0,1
xor2_1,1,1
xnor2_1,1,1
inv_1,2,2
ha_2,0,1
dfxtp_1,5,4
nand3_1,1,1
o31a_1,1,1
dfxtp_2,0,1
ha_1,2,1
buf_4,0,1
clkbuf_4,0,3
clkbuf_1,0,1
## layer usage
metal / routed length, µm / track usage (%) / up-vias
li1: - / - / 52
met1: 126 / 1.068 / 47
met2: 91 / 1.124 / 5
met3: 42 / 1.364 / 0
met4: 0 / 0.3521 / 0
met5: 0 / 0 / -
## cell families after synthesis
family,Yosys count,share of synthesized area [%]
AND-OR/OR-AND,1,5.344
XOR/XNOR,2,10.69
adder cells (fa/ha/maj),2,15.26
buffers and inverters,2,4.582
flip-flops,5,61.07
AND/OR/NAND/NOR,1,3.051
## how the worst max path moves through the flow
stage / end / slack, ps / cells after the start
finish: out / 70 / 3
CTS: out / 9 / 1
global route: out / 10 / 3
## power breakdown
group | leakage, nW | internal (mW) | switching [mW]
registers | 0.0408 | 0.200 | 0
logic | 0.0420 | 0 | 0
clock network | 0.0150 | 0.150 | 0.0760
## through the flow
step                      power (mW)  instances
after detailed placement      0.2036         60
after global routing          0.4481         65
after floorplan               0.2036         13
final                         0.4266         65
after global placement        0.2036         60
after CTS                     0.4355         64
## worst register-to-register path, cell delays in order, from the launching register on
cell and delay, ps:
dfxtp_2 330, inv_1 60, ha_2 170, o31a_1 270
## state kept, by name, indices dropped and copies added (netlist names)
signal  flops
cont        4
out         1
## layout make-up
type | count | area (µm²) | share of cell area, %
sequential | 5 | 101.3 | 37.67
multi-input combinational | 6 | 58.81 | 21.86
tap | 46 | 57.56 | 21.40
clock buffer | 4 | 26.28 | 9.767
timing repair buffer | 2 | 17.52 | 6.512
inverter | 2 | 7.507 | 2.791
## repair_timing
| action | in CTS | in global routing |
|---|---|---|
| setup endpoints to repair | 1 | 2 |
| hold buffers | 0 | 0 |
| buffers inserted | 0 | 1 |
| gates resized | 1 | 3 |
Power is estimated from default activity; no workload was simulated.
