===== flow/config.mk =====
export PLATFORM = sky130hd
export DESIGN_NAME = contador_intern
export DESIGN_NICKNAME = contador_intern
export VERILOG_FILES = /design/flow/design.v
export SDC_FILE = /design/flow/constraint.sdc
export NUM_CORES = 4
export LEC_CHECK = 1
export CORE_AREA = 10 10 70 70
export DIE_AREA = 0 0 80 80

===== flow/constraint.sdc =====
current_design contador_intern

set clk_period 2.8
set clk_io_pct 0.2

create_clock -name clk0 -period $clk_period [get_ports {clk}]

set non_clock_inputs [all_inputs -no_clocks]
set_input_delay [expr $clk_period * $clk_io_pct] -clock clk0 $non_clock_inputs
set_output_delay [expr $clk_period * $clk_io_pct] -clock clk0 [all_outputs]

===== flow/run.sh =====
#!/bin/bash
# OpenROAD 26Q1-2900-gdf79404cd8, Yosys 0.63+post, stock flow scripts
make -C /OpenROAD-flow-scripts/flow DESIGN_CONFIG=/design/flow/config.mk WORK_HOME=/design/flow/orfs finish

===== flow/design.v =====
module contador_intern (
  input clk,
  input reset,
  input pausa,
  output reg[3:0] decs,
  output reg[9:0] segs
);
always @ (posedge clk) begin  
  if (reset)  
    decs <= 0;  
  else if (pausa)
    decs <= decs;
  else begin
    decs <= decs + 1;
    if(decs + 1 == 10)
      segs = segs + 1;
  end
end  
endmodule  

==> metrics.cfg <==
[finish]
logic_area_um2 = 271.5
drive_above_1_share = 0.07792
syn_to_final_growth_pct = 36.59
lay_top_cells = clkdlybuf4s50_1 (16), edfxtp_1 (10), nor2_1 (8), xnor2_1 (5), xor2_1 (5)
fillers = 367
lay_top_count = clkdlybuf4s50_1
regArea_um2 = 380.4

[worst_setup_path]
crit_path_end_kind = primary output
required_ns = 2.24
cp_num_buf_inv = 1
worstReg2RegStart = decs[0]
cp_max_fo = 6
cpMaxStageDelayCell = clkdlybuf4s50_1
criticalPathCategory = flop to primary output
slowest_delay_ns = 0.51
crit_family = buffers and inverters
arrival_ns = 1.26
cp_cell_sequence = clkdlybuf4s50_1
critPathLaunchType = flop
critPathLaunch = segs[2]

[routing]
drc = 0
diodes = 0
met1_length_um = 628
dr_wl_met2_um = 538
antenna_left = 0
first_pass_iters = 4
routed_wl_um = 1321
wl_per_cell_um = 10.74
top_layer = met3
vias = 471
dr.first_iter.drc_count = 11
viasPerCell = 3.829
route.met3.wl_um = 153

[synth]
ys_types = 20
syn-cell-area_um2 = 666.9
ys_seq_frac = 0.5704
topCellsByArea = edfxtp_1 (45%), dfxtp_1 (12%), xnor2_1 (6.6%), xor2_1 (6.6%), ha_1 (5.6%)
yosysWarnings = 1
ys.flops = 14
yosysChipArea_um2 = 666.9
yosysTopAreaCellShare = 0.4503
synthCells = 57
ys_cells = 57
synth.avg_cell_area_um2 = 11.70
yosysTopAreaCell = edfxtp_1

[floorplan]
die_h_um = 80
io_pins = 17
rows = 21
dieArea_mm2 = 0.006400
fp.coreArea_mm2 = 0.003416
fp-utilization = 0.1952
fp.dieW_um = 80

[grt]
antenna_found_initial = 0
grt_start_max_net_pins = 11
grt_pass1_vias = 505
overflow = 0
grtUsageTotal = 0.04317
grt_pass1_wl_um = 2228

[run]
drv_cap = 0
warnings = 26

[clocking]
hold_buffers = 0
cts_tree = yes
ctsHtreeMaxLevel = 1
clk_transition_reported_paths_ns = 0.08
clk_latency_ns = 0.28
post_cts_resized = 0
clk_path_buf_depth = 2
clkSinkCount = 14
cts_root_buf = clkbuf_4
cts_buffers = 3
postCtsSetupRepairBufs = 0

[power_and_ir_drop]
p_per_area_mw_per_mm2 = 395.3
pwr-share-seq = 0.627
ir_worst_vdd_mv = 0.3177
pwr-share-clk = 0.321
power.leakage_nw = 0.3280
p_comb_frac = 0.052
p_sw_mw = 0.07527
intPower_mw = 0.2848
swShare = 0.2090
power_mw = 0.3601

[status]
status = finished, final reports clean

[timing]
max_slew_margin = 0.7422
finClkSkew_ns = 0.001689
setup_viol = 0
grt_setup_unrepaired = no
max_slew.worst_pin.slew_ns = 0.3867
slew_violations = 0
fin_crit_sh = 0.6494
setup_tns_ns = 0
hold_viol = 0
max_freq_mhz = 550.0
fin_crit_ns = 1.818

[place]
globalplace.congestion = 0.7747
dp_hpwl_um = 998.4
port_buffers = 16

[worst_hold_path]
hold_start = decs[3]
hold_path_class = flop to flop

cell families (layout without fill, tap and decap cells):
family          after synthesis  count (layout)  share of synthesized area
compound gates                4               4                    0.03752
xor+xnor                     10              10                     0.1313
fa+ha+maj                     3               3                    0.05629
buf+inv                       4              24                    0.02251
flops                        14              14                     0.5704
simple gates                 22              22                     0.1820
per-stage QoR:
stage	instance area (um2)	utilization	worst slack (ns)	hold WS, ns	std cells
finish	910.9	0.2667	0.9817	0.5309	123
CTS	910.9	0.2667	0.9567	0.5264	123
floorplan	666.9	-	1.410	0.4603	57
global placement	884.6	0.2590	0.8442	0.5098	119
global route	910.9	0.2667	0.8881	0.5770	123
detailed placement	884.6	0.2590	0.8254	0.5129	119
layer usage:
layer / up-vias / track usage
met3: 0 / 0.03295
met5: - / 0
met1: 217 / 0.05333
met2: 16 / 0.06180
met4: 0 / 0.001761
li1: 238 / -
registers in the layout, indices dropped and copies added (netlist names):
signal	count
segs	10
decs	4
worst paths after layout:
path / to / slack [ns] / cells past startpoint
max: segs[2] / 0.98 / 1
min: decs[3] / 0.53 / 2
max reg2reg: segs[8] / 1.20 / 3
min reg2reg: decs[3] / 0.53 / 2
final cells by class:
type                       instances  share of cell area
tap                               46             0.06319
clock buffer                       3             0.02473
clock inverter                     1            0.004121
timing repair buffer              16              0.1758
multi-input combinational         39              0.2981
sequential                        14              0.4176
inverter                           4             0.01648
power groups by stage:
stage	registers, mW	clock network, mW	logic, mW
4_1_cts	0.226	0.119	0.0189
5_1_grt	0.226	0.134	0.0225
6_report	0.226	0.116	0.0186
cells in the mapped netlist:
cell type  number
edfxtp_1       10
nor2_1          8
xnor2_1         5
xor2_1          5
dfxtp_1         4
inv_1           4
nand3_1         4
ha_1            3
a21oi_1         2
nor3b_1         2
nand2_1         1
nand2_2         1
nand3_2         1
nand4_1         1
nor2b_1         1
nor3_1          1
nor4_2          1
o211a_1         1
o21ai_0         1
or3_1           1
Power figures rest on the tool's default switching activity, not on a simulated workload.
